**run.sh**
```bash
#!/bin/bash
# OpenROAD 26Q1-2900-gdf79404cd8, Yosys 0.63+post, stock flow scripts
make -C /OpenROAD-flow-scripts/flow DESIGN_CONFIG=/design/flow/config.mk WORK_HOME=/design/flow/orfs finish
```
**constraint.sdc**
```tcl
current_design id_ex

set clk_period 1.0
set clk_io_pct 0.2

create_clock -name clk0 -period $clk_period [get_ports {i_Clk}]

set non_clock_inputs [all_inputs -no_clocks]
set_input_delay [expr $clk_period * $clk_io_pct] -clock clk0 $non_clock_inputs
set_output_delay [expr $clk_period * $clk_io_pct] -clock clk0 [all_outputs]
```
**config.mk**
```make
export PLATFORM = sky130hd
export DESIGN_NAME = id_ex
export DESIGN_NICKNAME = id_ex
export VERILOG_FILES = /design/flow/design.v
export SDC_FILE = /design/flow/constraint.sdc
export NUM_CORES = 4
export LEC_CHECK = 1
export CORE_AREA = 10 10 229 229
export DIE_AREA = 0 0 239 239
```
**design.v**
```verilog
module id_ex (
    input wire                  i_Clk,
    input wire                  i_reset,
    input wire[31:0]    i_pc_addr,       
    input wire[31:0]    i_inst_data,     
    input wire[31:0]    i_reg1_data,     
    input wire[31:0]    i_reg2_data,     
    input wire[4:0]    i_regd_addr,     
    input wire[31:0]     i_imm_data,      
    input wire[15:0]        i_ctrl,          
    input wire                  i_hold_flag,     
    output reg[31:0]    o_pc_addr,       
    output reg[31:0]    o_inst_data,     
    output reg[31:0]    o_reg1_data,     
    output reg[31:0]    o_reg2_data,     
    output reg[4:0]    o_regd_addr,     
    output reg[31:0]     o_imm_data,      
    output reg[15:0]        o_ctrl           
);
    always @(posedge i_Clk or posedge i_reset) begin
        if (i_reset == 1'b1) begin
            o_pc_addr <= 5'b0;
            o_inst_data <= 32'b0;
            o_reg1_data <= 32'b0;
            o_reg2_data <= 32'b0;
            o_regd_addr <= 5'b0;
            o_imm_data <= 32'b0;
            o_ctrl <= 16'b0;
        end
        else if (i_hold_flag == 1'b1) begin
            o_pc_addr <= 5'b0;
            o_inst_data <= 32'h00000013;
            o_reg1_data <= 32'b0;
            o_reg2_data <= 32'b0;
            o_regd_addr <= 32'b0;
            o_imm_data <= 32'b0;
            o_ctrl <= 16'b0;
        end
        else begin
            o_pc_addr <= i_pc_addr;
            o_inst_data <= i_inst_data;
            o_reg1_data <= i_reg1_data;
            o_reg2_data <= i_reg2_data;
            o_regd_addr <= i_regd_addr;
            o_imm_data <= i_imm_data;
            o_ctrl <= i_ctrl;
        end
    end
endmodule
```
==> impl_metrics.ini <==
; flow metrics
[run_status]
status = finished, violations left
violations = negative setup slack

[synth]
yosysChipArea_um2 = 5800
synth_cell_type_count = 9
common_cells = dfrtp_1, nor2b_1, and2b_1
synth_top_area_share_pct = 78.2
yosys_cells = 383
ys_ff = 181
yosysMostFrequentCell = dfrtp_1
synth_area_leader_cell = dfrtp_1
yosys_warnings = 1
synth_cells = 383
syn_avg_cell_area_um2 = 15.1
ys_seq_share_pct = 78.2
synth_area_um2 = 5800
ys_async_sr_fraction_pct = 100
topCellsByArea = dfrtp_1, nor2b_1, and2b_1
edf_count = 0
synthFlopType = dfrtp_1

[setup_path]
cp-end-kind = output port
cp-startpoint = o_inst_data[10]
worstPathRequired_ns = 0.80
crit_type = reg -> out
path_buffers = 1
arrival_ns = 1.11
slowest_stage = dfrtp_2
critical_path.top_delay_family = flip-flops
critPathMaxFanout = 1
cp_cell_sequence = buf_2
max_stage_delay_ns = 0.48
cp-start-kind = flip-flop

[final_timing]
finalCritPeriodShare_pct = 131
rsz0062_at_grt = yes
worstMarginPinSlew_ns = 0.296
layout_setup_ws_ns = -0.310
setup-violations-final = 181
hold_violations = 0
finalMaxSlewViolations = 0
hold_ws_ns = 0.108
slew_headroom_pct = 80.2
min_period_ns = 1.31
fmax_mhz = 764

[power_and_ir_drop]
p_per_area_nw_per_um2 = 1630
peakVddDrop_v = 0.00117
fin_total_pwr_w = 0.0168
p_leak_nw = 4.90

[routing]
first_iter_violations = 117
dr.pass1.iters = 4
routed_wl_mm = 23.5
via_per_inst = 3.00
drc = 0
wl_per_cell_um = 16.6
dr_total_vias = 4249
diodes = 0
antenna_left = 0

[cts]
htreeDepth = 4
cts.path.max_buffers = 2
numCtsBuffers = 17
cts-root-buf = clkbuf_16
cts.sinks = 181
path_clk_slew_ns = 0.08
cts_setup_buffers = 0
cts_tree = done

[cells_and_area]
regArea_um2 = 4540
fill_cells = 5075
drive_gt1_share_pct = 32.7
comb_area_um2 = 1160
synthToLayoutAreaGrowth_pct = 77.4
design_area_um2 = 10300

[floorplan]
dieArea_um2 = 57100
rows = 80
core_util_floorplan_pct = 12.2
chipHeight_um = 239
coreArea_um2 = 47500
die_w_um = 239
ios = 365

[placement]
gp_congestion = 0.806
place_hpwl_mm = 18.9
placed_area_um2 = 10500
port-buffer-count = 364

[global_route]
gr-total-overflow = 0
grt_usage_pct = 8.04
grt_antenna_before_repair = 4
grt_pass1_vias = 4660
grt_pass1_wl_mm = 33.1
grt_max_degree = 44

[worst_hold_path]
min_path_type = in -> async

[flow_run]
maxCapViolations = 0
warnings = 28
-- how the worst max path moves through the flow --
stage | end | slack, ns | cells past startpoint
CTS | o_pc_addr[29] | -0.41 | 1
global route | o_pc_addr[29] | -0.38 | 1
finish | o_inst_data[10] | -0.31 | 1
-- per-stage QoR --
step | utilization [%] | std cells | setup WS [ns] | setup TNS, ns
after floorplan | - | 383 | -1.52 | -275.59
after global placement | 22.2 | 1383 | -0.305 | -2.82
after detailed placement | 22.2 | 1383 | -0.296 | -2.55
after CTS | 21.6 | 1416 | -0.410 | -41.75
after global routing | 21.6 | 1416 | -0.382 | -39.56
final | 21.6 | 1416 | -0.310 | -28.05
-- routing by layer --
| layer | track usage (%) | routed length (um) | vias to the layer above |
|---|---|---|---|
| li1 | - | - | 1965 |
| met1 | 9.67 | 9360 | 2002 |
| met2 | 12.4 | 10500 | 243 |
| met3 | 4.77 | 3110 | 31 |
| met4 | 1.43 | 502 | 8 |
| met5 | 0 | 38 | - |
-- placed cells by master, fill, tap and decap left out, types with 3 or more instances in the layout --
master and instances:
buf_2 180, buf_12 10, dfrtp_2 6, clkdlybuf4s50_1 182
dfrtp_1 175, inv_8 3, and2b_1 21, buf_4 31
nor2b_1 157, or2_1 3, clkbuf_16 17, inv_6 5
-- registers in the layout (all words and copies together), names as in the netlist --
register,count
o_reg1_data,32
o_ctrl,16
o_regd_addr,5
o_inst_data,32
o_imm_data,32
o_reg2_data,32
o_pc_addr,32
-- timing repair --
| item | CTS | global route |
|---|---|---|
| gates resized | 606 | 0 |
| hold buffers | 1 | 0 |
| setup endpoints to repair | 181 | 181 |
| endpoints found under the hold margin | 5 | 0 |
| pin swaps | 0 | 0 |
-- layout make-up --
class | count | share of cell area (%)
flip-flops and latches | 181 | 44.1
repair buffers | 406 | 31.0
multi-input cells | 181 | 11.3
well taps | 615 | 7.49
clock buffers | 18 | 4.27
clock inverters | 14 | 1.74
inverters | 1 | 0.0730
-- cell families after synthesis --
group                  share of synthesized area (%)
flip-flops                                      78.2
AND/OR/NAND/NOR                                 20.0
buffers and inverters                           1.86
-- where the power goes --
| group | leakage, nW | switching [W] | internal [W] |
|---|---|---|---|
| clock | 0.301 | 0.00328 | 0.00386 |
| combinational | 2.29 | 0.000617 | 0.00120 |
| sequential | 2.32 | 0.000113 | 0.00768 |
| total | 4.90 | 0.00401 | 0.0127 |
Power figures rest on the tool's default switching activity, not on a simulated workload.
