--- design/flow/config.mk ---
export PLATFORM = sky130hd
export DESIGN_NAME = id
export DESIGN_NICKNAME = id
export VERILOG_FILES = /design/flow/design.v
export SDC_FILE = /design/flow/constraint.sdc
export NUM_CORES = 4
export LEC_CHECK = 1
export CORE_AREA = 10 10 130 130
export DIE_AREA = 0 0 140 140
--- design/flow/constraint.sdc ---
current_design id

set clk_period 4.1
set clk_io_pct 0.2

create_clock -name clk0 -period $clk_period

set non_clock_inputs [all_inputs -no_clocks]
set_input_delay [expr $clk_period * $clk_io_pct] -clock clk0 $non_clock_inputs
set_output_delay [expr $clk_period * $clk_io_pct] -clock clk0 [all_outputs]
--- design/flow/design.v ---
module id (
    input wire                  i_reset,
    input wire[31:0]    i_pc_addr,       
    input wire[31:0]    i_inst_data,     
    input wire[31:0]    i_reg1_r_data,   
    input wire[31:0]    i_reg2_r_data,   
    output reg[4:0]    o_reg1_r_addr,   
    output reg[4:0]    o_reg2_r_addr,   
    output reg[31:0]    o_pc_addr,       
    output reg[31:0]    o_inst_data,     
    output reg[31:0]    o_reg1_data,     
    output reg[31:0]    o_reg2_data,     
    output reg[4:0]    o_regd_addr,     
    output reg[31:0]     o_imm_data,      
    output reg[15:0]        o_ctrl           
);
    wire[6:0] opcode = i_inst_data[6:0];
    wire[2:0] funct3 = i_inst_data[14:12];
    wire[6:0] funct7 = i_inst_data[31:25];
    wire[4:0] rd = i_inst_data[11:7];
    wire[4:0] rs1 = i_inst_data[19:15];
    wire[4:0] rs2 = i_inst_data[24:20];
    reg         ctrl_REG_we;
    reg         ctrl_SRC_A;
    reg[1:0]    ctrl_SRC_B;
    reg[3:0]    ctrl_ALU;
    reg[2:0]    ctrl_BRANCH;
    reg         ctrl_MemtoReg_SRC;
    reg         ctrl_MEM_we;
    reg[2:0]    ctrl_MEM_op;
    wire[31:0] immI = {{20{i_inst_data[31]}}, i_inst_data[31:20]};
    wire[31:0] immU = {i_inst_data[31:12], 12'b0};
    wire[31:0] immS = {{20{i_inst_data[31]}}, i_inst_data[31:25], i_inst_data[11:7]};
    wire[31:0] immB = {{20{i_inst_data[31]}}, i_inst_data[7], i_inst_data[30:25], i_inst_data[11:8], 1'b0};
    wire[31:0] immJ = {{12{i_inst_data[31]}}, i_inst_data[19:12], i_inst_data[20], i_inst_data[30:21], 1'b0};
    reg[31:0] imm;
    always @(*) begin
        case (opcode[6:2])
            5'b11001,5'b00100,5'b00000:     imm = immI;
            5'b01101,5'b00101:              imm = immU;
            5'b01000:                       imm = immS;
            5'b11000:                       imm = immB;
            5'b11011:                       imm = immJ;
            default:                        imm = 32'b0;
        endcase
    end
    always @(*) begin
        o_reg1_r_addr = rs1;
        o_reg2_r_addr = rs2;
        o_inst_data = i_inst_data;
        o_pc_addr = i_pc_addr;
        o_reg1_data = i_reg1_r_data;
        o_reg2_data = i_reg2_r_data;
        o_regd_addr = rd;
        o_imm_data = imm;
        case (opcode)
            7'b0110111: begin
                ctrl_REG_we = 1'b1;
                ctrl_SRC_A = 1'b1;    
                ctrl_SRC_B = 2'b01;
                ctrl_ALU = 4'b1010;
                ctrl_BRANCH = 3'b000;
                ctrl_MemtoReg_SRC = 1'b0;
                ctrl_MEM_we = 1'b0;
                ctrl_MEM_op = 3'b010;
            end
            7'b0010111: begin
                ctrl_REG_we = 1'b1;
                ctrl_SRC_A = 1'b1;
                ctrl_SRC_B = 2'b01;
                ctrl_ALU = 4'b0000;
                ctrl_BRANCH = 3'b000;
                ctrl_MemtoReg_SRC = 1'b0;
                ctrl_MEM_we = 1'b0;
                ctrl_MEM_op = 3'b010;
            end
            7'b0010011: begin
                ctrl_REG_we = 1'b1;
                ctrl_SRC_A = 1'b0;
                ctrl_SRC_B = 2'b01;
                ctrl_BRANCH = 3'b000;
                ctrl_MemtoReg_SRC = 1'b0;
                ctrl_MEM_we = 1'b0;
                ctrl_MEM_op = 3'b010;
                case (funct3)
                    3'b000: begin
                        ctrl_ALU = 4'b0000;
                    end
                    3'b010: begin
                        ctrl_ALU = 4'b0010;
                    end
                    3'b011: begin
                        ctrl_ALU = 4'b0011;
                    end
                    3'b100: begin
                        ctrl_ALU = 4'b0100;
                    end
                    3'b110: begin
                        ctrl_ALU = 4'b0101;
                    end
                    3'b111: begin
                        ctrl_ALU = 4'b0110;
                    end
                    3'b001: begin
                        ctrl_ALU = 4'b0111;
                    end
                    3'b101: begin
                        ctrl_ALU = (funct7[5] == 1'b0) ? 4'b1000 : 4'b1001;
                    end 
                    default: begin
                        ctrl_ALU = 4'b0000;
                    end
                endcase
            end
            7'b0110011: begin
                ctrl_REG_we = 1'b1;
                ctrl_SRC_A = 1'b0;
                ctrl_SRC_B = 2'b00;
                ctrl_BRANCH = 3'b000;
                ctrl_MemtoReg_SRC = 1'b0;
                ctrl_MEM_we = 1'b0;
                ctrl_MEM_op = 3'b010;
                case (funct3)
                    3'b000: begin
                        ctrl_ALU = (funct7[5] == 1'b0) ? 4'b0000 : 4'b0001;
                    end
                    3'b001: begin
                        ctrl_ALU = 4'b0111;
                    end
                    3'b010: begin
                        ctrl_ALU = 4'b0010;
                    end
                    3'b011: begin
                        ctrl_ALU = 4'b0011;
                    end
                    3'b100: begin
                        ctrl_ALU = 4'b0100;
                    end
                    3'b101: begin
                        ctrl_ALU = (funct7[5] == 1'b0) ? 4'b1000 : 4'b1001;
                    end   
                    3'b110: begin
                        ctrl_ALU = 4'b0101;
                    end
                    3'b111: begin
                        ctrl_ALU = 4'b0110;
                    end
                    default: begin
                        ctrl_ALU = 4'b0000;
                    end
                endcase
            end
            7'b1101111: begin
                ctrl_REG_we = 1'b1;
                ctrl_SRC_A = 1'b1;
                ctrl_SRC_B = 2'b10;
                ctrl_ALU = 4'b0000;
                ctrl_BRANCH = 3'b001;
                ctrl_MemtoReg_SRC = 1'b0;
                ctrl_MEM_we = 1'b0;
                ctrl_MEM_op = 3'b010;
            end
            7'b1100111: begin
                ctrl_REG_we = 1'b1;
                ctrl_SRC_A = 1'b1;
                ctrl_SRC_B = 2'b10;
                ctrl_ALU = 4'b0000;
                ctrl_BRANCH = 3'b010;
                ctrl_MemtoReg_SRC = 1'b0;
                ctrl_MEM_we = 1'b0;
                ctrl_MEM_op = 3'b010;
            end
            7'b1100011: begin
                ctrl_REG_we = 1'b0;
                ctrl_SRC_A = 1'b0;
                ctrl_SRC_B = 2'b00;
                ctrl_MemtoReg_SRC = 1'b0;
                ctrl_MEM_we = 1'b0;
                ctrl_MEM_op = 3'b010;
                case (funct3)
                    3'b000: begin
                        ctrl_ALU = 4'b0010;
                        ctrl_BRANCH = 3'b100;
                    end
                    3'b001: begin
                        ctrl_ALU = 4'b0010;
                        ctrl_BRANCH = 3'b101;
                    end
                    3'b100: begin
                        ctrl_ALU = 4'b0010;
                        ctrl_BRANCH = 3'b110;
                    end
                    3'b101: begin
                        ctrl_ALU = 4'b0010;
                        ctrl_BRANCH = 3'b111;
                    end
                    3'b110: begin
                        ctrl_ALU = 4'b0011;
                        ctrl_BRANCH = 3'b110;
                    end
                    3'b111: begin
                        ctrl_ALU = 4'b0011;
                        ctrl_BRANCH = 3'b111;
                    end
                    default: begin
                        ctrl_ALU = 4'b0010;
                        ctrl_BRANCH = 3'b100;
                    end
                endcase
            end
            7'b0000011: begin
                ctrl_REG_we = 1'b1;
                ctrl_SRC_A = 1'b0;
                ctrl_SRC_B = 2'b01;
                ctrl_ALU = 4'b0000;
                ctrl_BRANCH = 3'b000;
                ctrl_MemtoReg_SRC = 1'b1;
                ctrl_MEM_we = 1'b0;
                case (funct3)
                    3'b000: begin
                        ctrl_MEM_op = 3'b000;
                    end
                    3'b001: begin
                        ctrl_MEM_op = 3'b001;
                    end
                    3'b010: begin
                        ctrl_MEM_op = 3'b010;
                    end
                    3'b100: begin
                        ctrl_MEM_op = 3'b100;
                    end
                    3'b101: begin
                        ctrl_MEM_op = 3'b101;
                    end
                    default: begin
                        ctrl_MEM_op = 3'b010;
                    end
                endcase
            end
            7'b0100011: begin
                ctrl_REG_we = 1'b0;
                ctrl_SRC_A = 1'b0;
                ctrl_SRC_B = 2'b01;
                ctrl_ALU = 4'b0000;
                ctrl_BRANCH = 3'b000;
                ctrl_MemtoReg_SRC = 1'b1;
                ctrl_MEM_we = 1'b1;
                case (funct3)
                    3'b000: begin
                        ctrl_MEM_op = 3'b000;
                    end
                    3'b001: begin
                        ctrl_MEM_op = 3'b001;
                    end
                    3'b010: begin
                        ctrl_MEM_op = 3'b010;
                    end
                    default: begin
                        ctrl_MEM_op = 3'b000;
                    end
                endcase
            end
            default: begin
                ctrl_REG_we = 1'b0;
                ctrl_SRC_A = 1'b0;
                ctrl_SRC_B = 2'b01;
                ctrl_ALU = 4'b0000;
                ctrl_BRANCH = 3'b000;
                ctrl_MemtoReg_SRC = 1'b0;
                ctrl_MEM_we = 1'b0;
                ctrl_MEM_op = 3'b010;
            end
        endcase
        o_ctrl = {ctrl_REG_we, ctrl_SRC_A, ctrl_SRC_B, ctrl_ALU, ctrl_BRANCH, ctrl_MemtoReg_SRC, ctrl_MEM_we, ctrl_MEM_op};
    end    
endmodule
--- design/flow/run.sh ---
#!/bin/bash
# OpenROAD 26Q1-2900-gdf79404cd8, Yosys 0.63+post, stock flow scripts
make -C /OpenROAD-flow-scripts/flow DESIGN_CONFIG=/design/flow/config.mk WORK_HOME=/design/flow/orfs finish
==> reports/qor.csv <==
stage,metric,value,unit
global_routing,antenna_found_initial,0,
cts,ctsHoldBuffers,0,
synthesis,synth_area,0.00185,sq mm
detailed_routing,drcViolationCount,0,
sta,fmax,258,MHz
layout,clockBufferCount,0,
detailed_routing,drt-pass1-iter-count,4,
synthesis,ys_cells,276,
cts,cts_resized,0,
synthesis,syn_inst,276,
floorplanning,die_area,0.0196,sq mm
synthesis,yosysUniqueCellTypes,39,
detailed_routing,drt_iter0_drc,28,
synthesis,yosys-stat-area,0.00185,sq mm
cts,cts_setup_buffers,0,
floorplanning,die_width,140,microns
sta,slew_headroom,68.8,%
power_and_ir_drop,ir_drop,24.5,uV
synthesis,synth_top_area_share,59.6,%
floorplanning,num_rows,43,
job,tool_warnings,33,
layout,fillCellCount,1623,
global_routing,grt_max_degree,20,
global_routing,overflow,0,
synthesis,most_common_cell,buf_4,
synthesis,yosysSeqAreaShare,0,%
job,maxCapViolations,0,
floorplanning,ioPinCount,320,
detailed_routing,drt_wl_total,8.11,mm
synthesis,yosysWarnings,1,
layout,fin_area,0.00232,sq mm
placed_design,place_hpwl,7.31,mm
detailed_routing,dr_total_vias,1627,
global_routing,grt_pass1_vias,1724,
global_routing,grt.met2_usage,12.4,%
sta,drv_slew,0,
setup_path,cp-start-kind,primary input,
detailed_routing,wire_per_inst,18.4,microns
power_and_ir_drop,finalPower,183,uW
sta,fin_crit,3.87,ns
floorplanning,core,0.0140,sq mm
sta,finalHoldViolations,0,
floorplanning,die_height,140,microns
placed_design,numPortBuffers,127,
global_routing,grt_pass1_wl,11.6,mm
power_and_ir_drop,powerDensity,78.9,mW/mm^2
global_routing,use_met1,7.36,%
synthesis,top_area_cell,buf_4,
layout,regArea,0,sq um
floorplanning,initial_core_util,13.2,%
setup_path,worstSetupEndpointType,output port,
synthesis,top_cells_by_count,"147 x buf_4, 27 x nand2_1, 10 x a21o_1, 10 x nor2_1",
sta,setup_viol,0,
placed_design,gp_congestion,0.810,
layout,drive_above_1_share,8.81,%
placed_design,place_area,0.00232,sq mm
sta,finalClockPeriodUsage,94.5,%
sta,tightest_slew,0.464,ns
power_and_ir_drop,p_leak,0.000943,uW
detailed_routing,vias_per_cell,3.69,
synthesis,avgSynthCellArea,6.71,sq um
global_routing,grt_busiest_layer,met2,
detailed_routing,n_antenna_cell,0,
global_routing,grtUsageTotal,7.62,%
setup_path,cp_max_fo,11,
detailed_routing,antenna_left,0,
layout,area_growth,25.3,%
sta,final.setup.tns,0,ns
hold_path,min_path_type,in2out,
setup_path,required,3.28,ns
setup_path,path_class,in2out,
outcome,status,completed,
synthesis,synth.area.top_cells,"buf_4 60%, nand2_1 5.5%, a21o_1 4.1%, nor2b_1 2.7%, o21ai_0 2.2%",
layout,nFlopsAndLatches,0,
sta,rsz0062_at_grt,false,
global_routing,met3_usage,5.21,%
setup_path,cp_data_arrival_time,3.05,ns
## critical path: stages
cell and delay (ns):
clkdlybuf4s50_1 0.61, or4_4 0.62, nor2_2 0.15, nor4b_1 0.28, clkdlybuf4s50_1 0.57
## placed cells by master, fill, tap and decap left out, drive strengths merged, types with 3 or more instances in the layout
cell	count
o21ai	8
a22o	4
o22ai	3
nand3	4
nand2	27
a21o	10
nor2b	8
buf	17
clkdlybuf4s50	127
nor4	3
nand4	3
a21oi	3
inv	7
nand2b	3
nor2	11
## report_power, final
| group | internal, uW | switching [uW] | total [uW] |
|---|---|---|---|
| combinational | 120 | 62.9 | 183 |
| sequential | 0 | 0 | 0 |
| clock | 0 | 0 | 0 |
## cell families (layout without fill, tap and decap cells)
family	after synthesis	in the layout	synth area share, %
simple gates	73	73	21.5
xor+xnor	1	1	0.473
fa+ha+maj	1	1	0.540
compound gates	34	34	12.4
buf+inv	166	151	64.5
mux	1	1	0.540
## cell type report
cell class / instances / area [sq um] / area share, %
Inverter: 7 / 26.3 / 1.13
Multi-Input combinational cell: 110 / 658 / 28.4
Tap cell: 180 / 225 / 9.70
Timing Repair Buffer: 144 / 1410 / 60.8
## path summary, 6_finish.rpt
check / start / end / slack, ns / cells past startpoint
max: i_inst_data[5] / o_ctrl[2] / 0.23 / 5
min: i_pc_addr[11] / o_pc_addr[11] / 1.64 / 0
## metrics by stage
step / util [%] / worst slack (ns) / instances / hold WS, ns
after global routing: 16.6 / 0.0216 / 441 / 1.64
after floorplan: - / 1.48 / 276 / 1.65
after CTS: 16.6 / 0.164 / 441 / 1.64
after global placement: 16.6 / 0.226 / 441 / 1.64
after detailed placement: 16.6 / 0.187 / 441 / 1.64
final: 16.6 / 0.226 / 441 / 1.64
## layer usage
layer | wire [microns] | vias up | part of all wire (%)
met5 | 0 | - | 0
met4 | 330 | 0 | 4.1
met3 | 1450 | 46 | 18
met2 | 3660 | 161 | 45
met1 | 2670 | 698 | 33
li1 | - | 722 | -
No activity file was given, so power comes from the tool's default toggle rates.
