==> /design/flow/config.mk <==
export PLATFORM = sky130hd
export DESIGN_NAME = ex
export DESIGN_NICKNAME = ex
export VERILOG_FILES = /design/flow/design.v
export SDC_FILE = /design/flow/constraint.sdc
export NUM_CORES = 4
export LEC_CHECK = 1
export CORE_UTILIZATION = 30
==> /design/flow/run.sh <==
#!/bin/bash
# OpenROAD 26Q1-2900-gdf79404cd8, Yosys 0.63+post, stock flow scripts
make -C /OpenROAD-flow-scripts/flow DESIGN_CONFIG=/design/flow/config.mk WORK_HOME=/design/flow/orfs finish
==> /design/flow/design.v <==
module ex (
    input wire                  i_Clk,
    input wire                  i_reset,
    input wire[31:0]    i_pc_addr,       
    input wire[31:0]    i_inst_data,     
    input wire[31:0]    i_reg1_data,     
    input wire[31:0]    i_reg2_data,     
    input wire[4:0]    i_regd_addr,     
    input wire[31:0]     i_imm_data,      
    input wire[15:0]        i_ctrl,          
    input wire[31:0]     i_mem_r_data,    
    input wire[31:0]     i_mem_r_addr,    
    output reg                  o_regd_we,       
    output reg[4:0]    o_regd_w_addr,   
    output reg[31:0]    o_regd_w_data,   
    output reg                  o_mem_we,        
    output reg[31:0]     o_mem_r_addr,    
    output reg[31:0]     o_mem_w_addr,    
    output reg[31:0]     o_mem_w_data,    
    output reg[1:0]             o_mem_len,
    output reg[1:0]    o_hold_type,
    output reg                  o_jump_flag,
    output reg[31:0]    o_jump_addr
);
    wire        ctrl_REG_we = i_ctrl[15];
    wire        ctrl_SRC_A = i_ctrl[14];
    wire[1:0]   ctrl_SRC_B = i_ctrl[13:12];
    wire[3:0]   ctrl_ALU = i_ctrl[11:8];
    wire[2:0]   ctrl_BRANCH = i_ctrl[7:5];
    wire        ctrl_MemtoReg_SRC = i_ctrl[4];
    wire        ctrl_MEM_we = i_ctrl[3];
    wire[2:0]   ctrl_MEM_op = i_ctrl[2:0];
    reg         branch_en;
    reg         load_en;
    reg[31:0] alu_SRC_A;
    always @(*) begin
        case (ctrl_SRC_A)
            1'b0: begin
                alu_SRC_A = i_reg1_data;
            end
            1'b1: begin
                alu_SRC_A = i_pc_addr;
            end
            default: begin
                alu_SRC_A = i_reg1_data;
            end
        endcase
    end
    reg[31:0] alu_SRC_B;
    always @(*) begin
        case (ctrl_SRC_B)
            2'b00: begin
                alu_SRC_B = i_reg2_data;
            end
            2'b01: begin
                alu_SRC_B = i_imm_data;
            end
            2'b10: begin
                alu_SRC_B = 32'd4;
            end
            default: begin
                alu_SRC_B = i_reg2_data;
            end
        endcase
    end
    wire equal_flag = (alu_SRC_A == alu_SRC_B);
    reg[31:0] alu_result;
    always @(*) begin
        case (ctrl_ALU)
            4'b0000: begin
                alu_result = alu_SRC_A + alu_SRC_B;
            end
            4'b0001: begin
                alu_result = alu_SRC_A - alu_SRC_B;
            end
            4'b0010: begin
                alu_result = $signed(alu_SRC_A) < $signed(alu_SRC_B) ? 32'd1 : 32'd0;
            end
            4'b0011: begin
                alu_result = alu_SRC_A < alu_SRC_B ? 32'd1 : 32'd0;
            end
            4'b0100: begin
                alu_result = alu_SRC_A ^ alu_SRC_B;
            end
            4'b0101: begin
                alu_result = alu_SRC_A | alu_SRC_B;
            end
            4'b0110: begin
                alu_result = alu_SRC_A & alu_SRC_B;
            end
            4'b0111: begin
                alu_result = alu_SRC_A << alu_SRC_B[4:0];
            end
            4'b1000: begin
                alu_result = alu_SRC_A >> alu_SRC_B[4:0];
            end
            4'b1001: begin
                alu_result = $signed(alu_SRC_A) >>> alu_SRC_B[4:0];
            end
            4'b1010: begin
                alu_result = alu_SRC_B;
            end
            default: begin
                alu_result = 32'b0;
            end
        endcase
    end
    always @(*) begin
        case (ctrl_BRANCH)
            3'b000: begin
                branch_en = 1'b0;
                o_jump_flag = 1'b0;
                o_jump_addr = 32'b0;
            end
            3'b001: begin
                branch_en = 1'b1;
                o_jump_flag = 1'b1;
                o_jump_addr = i_pc_addr + i_imm_data;
            end
            3'b010: begin
                branch_en = 1'b1;
                o_jump_flag = 1'b1;
                o_jump_addr =  (i_reg1_data + i_imm_data) & ~32'd1;
            end
            3'b100: begin
                branch_en = equal_flag ? 1'b1 : 1'b0;
                o_jump_flag = equal_flag ? 1'b1 : 1'b0;
                o_jump_addr = i_pc_addr + i_imm_data;
            end
            3'b101: begin
                branch_en = equal_flag ? 1'b0 : 1'b1;
                o_jump_flag = equal_flag ? 1'b0 : 1'b1;
                o_jump_addr = i_pc_addr + i_imm_data;
            end
            3'b110: begin       
                branch_en = (alu_result == 1) ? 1'b1 : 1'b0;
                o_jump_flag = (alu_result == 1) ? 1'b1 : 1'b0;
                o_jump_addr = i_pc_addr + i_imm_data;
            end
            3'b111: begin      
                branch_en = (alu_result == 1) ? 1'b0 : 1'b1;
                o_jump_flag = (alu_result == 1) ? 1'b0 : 1'b1;
                o_jump_addr = i_pc_addr + i_imm_data;
            end
            default: begin
                branch_en = 1'b0;
                o_jump_flag = 1'b0;
                o_jump_addr = 32'b0;     
            end
        endcase
    end
    wire                load_busy;               
    reg                 write_back;              
    reg                 r_regd_we;  
    reg[4:0]   r_regd_w_addr;
    reg [2:0]           r_ctrl_MEM_op;
    reg                 r_ctrl_MemtoReg_SRC;     
    assign load_busy = (ctrl_MemtoReg_SRC == 1'b1) &&
                   (ctrl_REG_we == 1'b1) &&
                   (i_regd_addr != 5'b0);
    always @(posedge i_Clk or posedge i_reset) begin
        if (i_reset == 1'b1) begin
            write_back          <= 1'b0;
            r_regd_we           <= 1'b0;
            r_regd_w_addr       <= 5'b0;
            r_ctrl_MEM_op       <= 3'b010;
            r_ctrl_MemtoReg_SRC <= 1'b0;
        end else begin
            write_back <= load_busy;
            if (load_busy) begin
                r_regd_we           <= ctrl_REG_we;
                r_regd_w_addr       <= i_regd_addr;
                r_ctrl_MEM_op       <= ctrl_MEM_op;
                r_ctrl_MemtoReg_SRC <= ctrl_MemtoReg_SRC;
            end
        end
    end
    always @(*) begin
        load_en = load_busy && !write_back;
    end
    always @(*) begin
        o_hold_type = {load_en, branch_en};
    end
    reg[31:0] mem_r_result;              
    wire[2:0] MEM_op = write_back ? r_ctrl_MEM_op : ctrl_MEM_op;
    always @(*) begin
        o_mem_we = ctrl_MEM_we;              
        o_mem_r_addr = alu_result;           
        o_mem_w_addr = alu_result;           
        case (MEM_op)
            3'b000: begin
                case (i_mem_r_addr[1:0])
                    2'b00: begin
                        mem_r_result = {{24{i_mem_r_data[7]}}, i_mem_r_data[7:0]};
                    end
                    2'b01: begin
                        mem_r_result = {{24{i_mem_r_data[15]}}, i_mem_r_data[15:8]};
                    end
                    2'b10: begin
                        mem_r_result = {{24{i_mem_r_data[23]}}, i_mem_r_data[23:16]};
                    end
                    2'b11: begin
                        mem_r_result = {{24{i_mem_r_data[31]}}, i_mem_r_data[31:24]};
                    end
                    default: begin
                        mem_r_result = {{24{i_mem_r_data[7]}}, i_mem_r_data[7:0]};
                    end
                endcase
                o_mem_w_data = {{24{i_reg2_data[7]}}, i_reg2_data[7:0]};
                o_mem_len = 2'b10;
            end
            3'b001: begin
                if (i_mem_r_addr[1] == 1'b0) begin
                    mem_r_result = {{16{i_mem_r_data[15]}}, i_mem_r_data[15:0]};
                end 
                else begin
                    mem_r_result = {{16{i_mem_r_data[31]}}, i_mem_r_data[31:16]};
                end
                o_mem_w_data = {{16{i_reg2_data[15]}}, i_reg2_data[15:0]};
                o_mem_len = 2'b01;
            end
            3'b010: begin
                mem_r_result = i_mem_r_data;
                o_mem_w_data = i_reg2_data;
                o_mem_len = 2'b00;
            end
            3'b100: begin
                case (i_mem_r_addr[1:0])
                    2'b00: begin
                        mem_r_result = {24'b0, i_mem_r_data[7:0]};
                    end
                    2'b01: begin
                        mem_r_result = {24'b0, i_mem_r_data[15:8]};
                    end
                    2'b10: begin
                        mem_r_result = {24'b0, i_mem_r_data[23:16]};
                    end
                    2'b11: begin
                        mem_r_result = {24'b0, i_mem_r_data[31:24]};
                    end
                    default: begin
                        mem_r_result = {24'b0, i_mem_r_data[7:0]};
                    end
                endcase
                o_mem_w_data = i_reg2_data;
                o_mem_len = 2'b10;
            end
            3'b101: begin
                if (i_mem_r_addr[1] == 1'b0) begin
                    mem_r_result = {16'b0, i_mem_r_data[15:0]};
                end 
                else begin
                    mem_r_result = {16'b0, i_mem_r_data[31:16]};
                end
                o_mem_w_data = i_reg2_data;
                o_mem_len = 2'b01;
            end
            default: begin
                mem_r_result = i_mem_r_data;
                o_mem_w_data = i_reg2_data;
                o_mem_len = 2'b00;
            end
        endcase
    end
    wire MemtoReg_SRC = write_back ? r_ctrl_MemtoReg_SRC : ctrl_MemtoReg_SRC;
    always @(*) begin
        case (MemtoReg_SRC)                 
            1'b0: begin
                o_regd_we = ctrl_REG_we;
                o_regd_w_addr = i_regd_addr;
                o_regd_w_data = alu_result;
            end 
            1'b1: begin
                o_regd_we = write_back ? r_regd_we : 1'b0;
                o_regd_w_addr = write_back ? r_regd_w_addr : 5'b0;
                o_regd_w_data = mem_r_result;
            end 
            default: begin
                o_regd_we = ctrl_REG_we;
                o_regd_w_addr = i_regd_addr;
                o_regd_w_data = alu_result;
            end
        endcase
    end
endmodule
==> /design/flow/constraint.sdc <==
current_design ex

set clk_period 33.7
set clk_io_pct 0.2

create_clock -name clk0 -period $clk_period [get_ports {i_Clk}]

set non_clock_inputs [all_inputs -no_clocks]
set_input_delay [expr $clk_period * $clk_io_pct] -clock clk0 $non_clock_inputs
set_output_delay [expr $clk_period * $clk_io_pct] -clock clk0 [all_outputs]
==> results.txt <==
Results of the implementation run.

The run finished with clean final reports. The sum of overflow across all layers after global routing came out at 0. The largest fanout on the critical path is roughly 47. The count of unique library cells instantiated by Yosys came out at ~96. The cell with the largest stage delay on the worst path is sky130_fd_sc_hd__a221oi_1.

The area fraction in mux cells is 0.05747. The clock tree from TritonCTS is built. The routed metal-1 wirelength came out at about 45000 um. The count of flip-flops with a built-in enable after synthesis is 0. The commonest cells after synthesis are 223 x sky130_fd_sc_hd__nand2_1, 211 x sky130_fd_sc_hd__a21oi_1, 205 x sky130_fd_sc_hd__nor2_1, 196 x sky130_fd_sc_hd__o21ai_0, 163 x sky130_fd_sc_hd__ha_1.

Per the run report, area growth between synthesis and finish was 25.52%. The static power due to leakage is between 8 and 9 nW. The transition time at the pin with the least slew margin is around 1.1 ns. The fraction of synthesized cell area taken by the top area cell type came out at 0.1252. Based on the critical path, the design can be clocked at up to ~46 MHz. The sink count of the clock tree came out at 11.

The post-detailed-routing wire length is 106500 um. The total placed cells including tap cells came out at between 3000 and 4000. The count of warning messages emitted by the tools is between 150 and 200.

The total track usage is 0.3773. The power density relative to cell area is just under 30 nW/um2. The largest non-sequential cell family by area is AND-OR/OR-AND gates. The vertical extent of the die came out at about 230 um. The netlist area before placement is between 15000 and 20000 um2. The normalized max-slew margin came out at 0.2474. STA puts the critical path data arrival time at 14.91 ns.

The share of layout cells above drive strength 1 is 0.07977. In the final routed layout, each cell accounts on average for approximately 31 um. Looking at area per cell type in the netlist, the leader is sky130_fd_sc_hd__ha_1.

The final count of negative-setup-slack endpoints came out at 0. The highest routed metal layer is met5. The effective utilization at floorplan is 0.3032. The adder and majority gate portion of the synthesized area is 0.1301. The detailed-routed wire length on met3 is 11430 um. The floorplan has 85 rows. Per the detail_route report, DRC violations left total 0. For this run, the number of standard cells in the final layout without fillers is approximately 3400. The longest individual stage delay on the worst path came out at ~0.75 ns.

The reported max-cap violation count came out at 0. The main area contributors are sky130_fd_sc_hd__ha_1 13%, sky130_fd_sc_hd__a21oi_1 6.5%, sky130_fd_sc_hd__o21ai_0 6.0%, sky130_fd_sc_hd__nand2_1 5.1%, sky130_fd_sc_hd__nor2_1 4.7%. The buffer depth of the longest clock path came out at 2. On the worst setup and hold paths after CTS, the clock-pin slew comes to approximately 0.040 ns.

The clock skew after layout came out at 0 ns. The async set-reset flop share out of synthesis came out at 1.000. The worst register-to-register path has a setup slack of between 30 and 40 ns. Yosys reports a chip area of 16290 um2. The area of the core came out at around 54000 um2. The top-level I/O count came out at 419.

The area fraction in and, or, nand and nor cells after synthesis is 0.2431. The synthesized instance count came out at roughly 2500. The critical path in this run is classified as in2out. sky130_fd_sc_hd__nand2_1 is the most common cell in the netlist.

Setup repair after global routing left no endpoint under its margin. The remaining number of nets flagged by the antenna check after routing came out at 0. The largest net degree at the start of global routing is 56. The number of antenna violations at the first check in global routing is 8. Counting the buffers created by CTS gives 3. Across all layers, the routed design uses 22400 vias.

The met2 wire length came out at approximately 44000 um. The post-route setup TNS is 0 ns. The routed design shows a via density per instance of approximately 6.5. The number of buffer cells added on primary ports is 354. In this run, the synthesized area fraction spent on xor and xnor cells is recorded as 0.03657.

In the final report, the number of pins over their slew limit comes to 0. The die boundary width is 235.0 um. The number of warnings reported in the yosys synthesis log came out at 1. Endpoints failing hold in the final report were tallied at 0. The element type at the critical path end is an output pin.

According to the report, the first pass of detailed routing completed in 17 iterations. The required time of the critical path is 26.96 ns. The overall die size recorded for this design is about 55000 um2. Per the synthesis report, the AND-OR/OR-AND share of the synthesized area is 0.4232. The count of buffers added by post-CTS timing repair for setup is 0. The first-pass GRT wire length came out at 151400 um. The final period demand of the worst path came out at about 22 ns. The number of buffers inserted by hold repair at cts came out at 0. The finished layout reports a core utilization of 0.3806. The sequential element share of the synthesized area is 0.01698. Per the skew report, the later register of the worst-skew pair sees a clock latency of about 0.24 ns. The estimated wirelength of the detail-placed design is between 80000 and 90000 um. The synthesis stat section lists a flop and latch total of 11.

The number of design-rule violations left by the first detailed-router iteration is 2456. In this run the worst hold path is classified as reg2reg. The library cell used as clock root buffer is sky130_fd_sc_hd__clkbuf_16.

The number of cells in the yosys synthesis report is approximately 2500. The count of cells resized by post-cts repair is 0. The most used flip-flop cell after synthesis is sky130_fd_sc_hd__dfrtp_1.

The number of global-route vias before repair is roughly 21000. By instance count, the cell type seen most on the critical path is sky130_fd_sc_hd__buf_4. The mean area per synthesized cell came out at 6.478 um2. The maximum vdd drop is about 0.021 mV. The H-tree depth came out at 1. The startpoint kind of the worst setup timing path is an input port. The routability congestion estimate came out at about 1.1. The final timing summary puts the cycle share of the worst path at 0.6425.
-- worst max-delay path, delay by kind of cell --
| family | cells | cell delay (ns) |
|---|---|---|
| AND-OR/OR-AND | 5 | 1.93 |
| XOR/XNOR | 1 | 0.38 |
| adder cells (fa/ha/maj) | 3 | 1.08 |
| buffers and inverters | 8 | 2.24 |
| AND/OR/NAND/NOR | 9 | 2.46 |
-- layout make-up --
cell class	instances	area (um2)
inverters	122	457.9
repair buffers	441	4187
well taps	696	870.8
clock buffers	3	75.07
multi-input cells	2155	14560
fillers	5590	33270
clock inverters	1	5.005
diodes	3	7.507
flip-flops and latches	11	276.5
-- through the flow --
stage / cell area [um2] / hold slack [ns] / setup WS (ns) / total power [W]
detailed placement: 20350 / 0.4611 / 12.24 / 0.0005608
CTS: 20430 / 0.4707 / 12.21 / 0.0005860
finish: 20440 / 0.4706 / 12.05 / 0.0006034
global route: 20440 / 0.5058 / 11.81 / 0.0006340
floorplan: 16290 / 0.4352 / 14.80 / 0.0003185
global placement: 20350 / 0.4608 / 12.29 / 0.0005626
-- power breakdown --
group / total [W] / switching [W] / internal, W
Clock: 0.0000218 / 0.00000608 / 0.0000157
Sequential: 0.0000160 / 0.00000123 / 0.0000148
Combinational: 0.000566 / 0.000344 / 0.000222
Total: 0.000603 / 0.000351 / 0.000252
-- routing by layer --
layer / up-vias / track usage
li1: 9983 / -
met1: 10790 / 0.5258
met2: 1372 / 0.5402
met3: 256 / 0.1070
met4: 4 / 0.1651
met5: - / 0
-- final timing paths --
kind	start	endpoint	cells after the start
worst max-delay path	i_ctrl[12]	o_hold_type[0]	26
worst min-delay path	r_regd_we$_DFFE_PP0P_	r_regd_we$_DFFE_PP0P_	1
worst max register to register	r_ctrl_MemtoReg_SRC$_DFFE_PP0P_	r_ctrl_MemtoReg_SRC$_DFFE_PP0P_	1
worst min register to register	r_regd_we$_DFFE_PP0P_	r_regd_we$_DFFE_PP0P_	1
max in group asynchronous	i_reset	r_ctrl_MEM_op[1]$_DFFE_PP1P_	2
min in group asynchronous	i_reset	r_ctrl_MEM_op[2]$_DFFE_PP0P_	2
-- registers in the layout (all words and copies together) (netlist names) --
register / count
r_ctrl_MEM_op: 3
r_ctrl_MemtoReg_SRC: 1
r_regd_w_addr: 5
r_regd_we: 1
write_back: 1
-- placed cells by master, fill, tap and decap left out, drive strengths merged, types with 39 or more instances in the layout --
cell type,n
o21ai,218
a21o,68
o211ai,56
a21oi,211
buf,89
xnor2,39
nor2,205
nand2,224
nand3,120
o22ai,55
clkdlybuf4s50,352
inv,121
a22oi,47
a211oi,52
nor3,73
ha,163
-- kinds of logic (layout without fill, tap and decap cells) --
logic type               after synthesis  in the layout
adder cells (fa/ha/maj)              167            167
multiplexers                          78             78
other                                  0              3
AND/OR/NAND/NOR                      820            820
XOR/XNOR                              68             68
AND-OR/OR-AND                       1022           1022
buffers and inverters                348            567
flip-flops                            11             11
Power and IR drop assume default switching activity.
